==> ./design.v <==
module led(mode, sys_clk, pwm, parametro, parametromanual, distancia);
input [9:0] distancia;
input[15:0] parametro;
input [3:0] mode;
input [3:0] parametromanual;
wire [15:0]param = parametro/'d10;
reg [15:0] numero;
input sys_clk;
output reg pwm;
reg [27:0] contador = 0;
parameter lms = 250;
always @(posedge sys_clk) begin
	contador = contador + 1;
	if (contador>500-numero)begin
		contador=0;
		pwm = ~pwm;
		end
		if (contador<lms) pwm =0;
	else pwm = 1;
end
always @(*) begin
	if(distancia<'d100)begin
		if (mode == 4'b0010) begin
		case (parametromanual)
		9:numero <= 'd40;
		8:numero <= 'd120;
		7:numero <= 'd180;
		6:numero <= 'd210;
		5:numero <= 'd230;
		4:numero <= 'd240;
		3:numero <= 'd247;
		2:numero <= 'd250;
		default begin
		numero <= 'd495;
		end
		endcase
	end
		else if (mode == 4'b0001)begin
			if(parametro>4500)begin
				numero <= 'd495;
			end
			else
				numero <= param;
		end
		else
			numero <= 'd495;
		end
	else numero <= 'd495;
end
endmodule
==> ./run.sh <==
#!/bin/bash
# OpenROAD 26Q1-2900-gdf79404cd8, Yosys 0.63+post, stock flow scripts
make -C /OpenROAD-flow-scripts/flow DESIGN_CONFIG=/design/flow/config.mk WORK_HOME=/design/flow/orfs finish
==> ./config.mk <==
export PLATFORM = sky130hd
export DESIGN_NAME = led
export DESIGN_NICKNAME = led
export VERILOG_FILES = /design/flow/design.v
export SDC_FILE = /design/flow/constraint.sdc
export NUM_CORES = 4
export LEC_CHECK = 1
export CORE_UTILIZATION = 30
==> ./constraint.sdc <==
current_design led

set clk_period 20.6
set clk_io_pct 0.2

create_clock -name clk0 -period $clk_period [get_ports {sys_clk}]

set non_clock_inputs [all_inputs -no_clocks]
set_input_delay [expr $clk_period * $clk_io_pct] -clock clk0 $non_clock_inputs
set_output_delay [expr $clk_period * $clk_io_pct] -clock clk0 [all_outputs]
==> Changelog: implementation <==
## Implementation

- Netlist cell types: 101
- Total setup buffers inserted after CTS: 0
- Ant diodes: 0
- OpenROAD warning count: 30
- Drc violations: 0
- WP data required: 20810 ps
- Die H: 146 um
- Syn avg cell area: 7.00 um2
- WS Path Type: primary input to flop
- Top-area cell type share of the netlist area: 0.0932
- Grt total ovfl: 0
- Post-layout period usage of the worst path: 0.907
- TritonRoute pass-1 iters: 5
- Mapped Cells: 890
- I/O Buffers: 33
- Yosys synthesis chip area: 0.00623 mm2
- Asr flop ratio synth: 0
- Fmax: 0.0535 GHz
- Synthesis-to-layout area growth: 11.9%
- Late-Pin Clk Latency: 270 ps
- Non-Filler Cell Area, Final: 0.00697 mm2
- Routed WL per cell: 15.1 um
- Post-synth EDFFs: 0
- Max_cap viols: 0
- Crit path time final: 18690 ps
- TNS Setup: 0 ps
- Top layer in use: met4
- Die outline width: 146 um
- Worst-Margin Slew: 815 ps
- Met1 Routed Length: 8400 um
- Relative slew slack: 0.443
- CTS max path bufs: 2
- Clock transition at the registers of the reported paths: 50 ps
- Ys cells: 890
- Crit start category: primary input
- Layout cells sized above 1: 0.0798
- Ys flops: 29
- Met3 WL: 592 um
- # rows: 52
- Dpl hpwl: 14000 um
- Clock Sinks: 29
- Yosys warning total: 1
- Core area: 0.0203 mm2
- Initial antenna violation count: 0
- Drt initial violations: 517
- Num CTS Buffers: 5
- Total die size: 0.0213 mm2
- Outcome: finished clean
- Synth top cells by count: 85 x nor2_1, 67 x nand2_1, 54 x o21ai_0
- Max Clock Skew: 1.31 ps
- Post-CTS sizing: 0
- Crit-path slowest cell: clkdlybuf4s50_1
- Commonest flop: dfxtp_1
- Hold Vio Cnt, Final: 0
- Max incr delay on CP: 750 ps
- Main area contributors: dfxtp_1 9.3%, ha_1 6.6%, nor2_1 5.1%
- Yosys top cell by area: dfxtp_1
- Setup Viol. Count Final: 0
- RSZ-0062 raised after global routing: false
- Final ANT Viol Nets: 0
- Final Max Slew Viols: 0
- Final WL: 17700 um
- Core Util at FP: 0.307
- CP max FO: 21
- Vias per Instance: 5.66
- Vias: 6637
- All-Layer GR Usage: 0.169
- First-pass GRT wire length: 30000 um
- Placed instance area: 0.00680 mm2
- IO Count: 36
- Gpl congestion: 0.882
- Crit. End Element: flop
- Root buffer cell: clkbuf_16
- WP data arrival: 18900 ps
- HP Class: flop to flop
- Wire length on met2: 8500 um
- Yosys top cell by instances: nor2_1
- Largest net degree at the start of global routing: 29
- Vias in the first global route: 6135
- Leakage: 0.00267 uW
- H-Tree Level Count: 2
- Peak supply drop: 48.0 uV
- Pwr Density: 76.0 mW/mm2
- Hold WS: 541 ps
- Synthesized area: 0.00623 mm2
- Post-synth seq share: 0.0932
- CTS tree: done
- Hold Buf Count CTS: 0
-- where the power goes --
part	switching, uW	internal (uW)	total, uW
registers	4.71	60.1	64.8
clock network	23.9	60.3	84.2
logic	239	142	381
-- path summary, 6_finish.rpt --
path | from | to | slack, ps | cells after the start
min reg2reg | contador[0]$_SDFF_PP0_ | contador[0]$_SDFF_PP0_ | 540 | 1
max reg2reg | contador[2]$_DFF_P_ | pwm$_DFF_P_ | 15290 | 28
max | parametro[13] | pwm$_DFF_P_ | 1910 | 60
min | contador[0]$_SDFF_PP0_ | contador[0]$_SDFF_PP0_ | 540 | 1
-- sequential cells by signal, indices dropped and copies added (netlist names) --
register / count
contador: 28
pwm: 1
-- worst max-delay path: cells and delay by family --
kind / cells / cell delay, ps
mux: 3 / 930
xor+xnor: 1 / 180
compound gates: 23 / 5610
simple gates: 21 / 4760
buf+inv: 7 / 1700
fa+ha+maj: 5 / 1580
-- per-layer routing --
metal  GRT usage  vias up
li1            -     3410
met1       0.238     3081
met2       0.287      123
met5           0        -
met4      0.0292        0
met3      0.0105       23
-- cell usage in the layout, fill, tap and decap left out, types with 11 or more instances in the layout --
cell type and count:
nor2b_1 25, a211oi_1 11, nand2_1 67, and3_1 14
dfxtp_1 29, inv_1 46, a21oi_1 33, nor2_1 85
o211ai_1 11, and2_1 14, ha_1 33, nand3_1 46
o21ai_0 54, clkdlybuf4s50_1 33, nand2b_1 14, xor2_1 23
xnor2_1 28, a31oi_1 18, nor4_1 16, mux2i_1 14
nand4_1 24, nor3_1 27
-- per-stage QoR --
step / util / setup WS [ps] / std cells / power [uW]
floorplan: - / 4690 / 890 / 365
global placement: 0.335 / 1770 / 1164 / 442
detailed placement: 0.335 / 1720 / 1164 / 442
CTS: 0.343 / 1950 / 1172 / 528
global route: 0.343 / 485 / 1172 / 576
finish: 0.343 / 1910 / 1172 / 530
-- cell type report --
class | instances | area (um2)
Fill cell | 2170 | 13300
Multi-Input combinational cell | 773 | 5290
Sequential cell | 29 | 581
Timing Repair Buffer | 43 | 405
Tap cell | 270 | 338
Inverter | 49 | 184
Clock buffer | 7 | 143
Clock inverter | 1 | 30.0
-- cell families after synthesis --
family                     Yosys count  share of synthesized area
buffers and inverters               88                     0.0584
DFF                                 29                     0.0932
xor gates and xnor gates            51                     0.0717
AOI/OAI and AO/OA                  266                      0.315
muxes                               19                     0.0321
and+or+nand+nor                    399                      0.355
adders and majority gates           38                     0.0745
No activity file was given, so power comes from the tool's default toggle rates.
