[config.mk]
export PLATFORM = sky130hd
export DESIGN_NAME = bh1750
export DESIGN_NICKNAME = bh1750
export VERILOG_FILES = /design/flow/design.v
export SDC_FILE = /design/flow/constraint.sdc
export NUM_CORES = 4
export LEC_CHECK = 1
export CORE_UTILIZATION = 40
[constraint.sdc]
current_design bh1750

set clk_period 2.9
set clk_io_pct 0.2

create_clock -name clk0 -period $clk_period [get_ports {sys_clk}]

set non_clock_inputs [all_inputs -no_clocks]
set_input_delay [expr $clk_period * $clk_io_pct] -clock clk0 $non_clock_inputs
set_output_delay [expr $clk_period * $clk_io_pct] -clock clk0 [all_outputs]
[design.v]
module bh1750#(parameter Freq_MegaHZ = 50)(sys_clk, _rst, str, SCL, SDA, data, busy);
input sys_clk, _rst, str;
inout SCL, SDA;
output [15:0]data;
output busy;
wire RW, start;
reg [14:0]measure_cycle = 'd0;
reg [8:0]cnt = 'd0;
reg [3:0]state = 'd0;
parameter IDLE    = 4'h0;
parameter Address = 4'h1;
parameter Ack_0   = 4'h2;
parameter W_data  = 4'h3;
parameter Ack_1   = 4'h4;
parameter NAck_1  = 4'h5;
parameter R_data  = 4'h6;
parameter NAck_2  = 4'h7;
parameter stop    = 4'h8;
parameter write   = 1'b1;
parameter read    = 1'b0;
parameter ADDR_H  = 7'b1011100;
parameter ADDR_L  = 7'b0100011;
reg scl_iic = 1'b1, sda_iic = 1'b1;
reg scl_gate = 1'b1, sda_gate = 1'b1;
reg clk_iic = 1'b0;
assign data = Rxdata;
assign SCL = (!scl_gate)?1'bz:scl_iic; 
assign SDA = (!sda_gate)?1'bz:sda_iic;
assign busy = (state==IDLE&&measure_cycle>19500)?1'b0:1'b1;
assign RW = (measure_cycle<100)?1'b0:1'b1;
assign start = (str&&(measure_cycle<100||measure_cycle>19000))?1'b1:1'b0;
always@(posedge clk_iic)if(measure_cycle==20000) measure_cycle <= 'd0;else measure_cycle <= measure_cycle + 1'b1;
	always@(posedge sys_clk, negedge  _rst)begin
		if(!_rst)begin
			cnt     <= 'd0;
			clk_iic <= 1'b0;
		end
		else begin
			if(str)begin
				if(cnt==Freq_MegaHZ*5)begin 
					clk_iic <= ~clk_iic;
					cnt     <= 'd0;
				end
				else 
					cnt <= cnt + 1'b1;
			end
			else begin
				cnt     <= 'd0;
				clk_iic <= 1'b0;
			end
		end
	end
wire clk_IR = (state==stop)?1'b1:1'b0;
reg [ 7:0]Txdata  = 'h11;
reg [ 1:0]IR = 'd0;
	always@(posedge clk_IR)begin
		IR <= IR + 1'b1;
		case(IR)
			2'b00:Txdata <= 8'h00;
			2'b01:Txdata <= 8'h01;
			2'b10:Txdata <= 8'h07;
			2'b11:Txdata <= 8'h21;
		endcase
	end
reg [15:0]Rxdata  = 'd0;
reg [ 3:0]RxCnt   = 'hF;
reg [ 3:0]clk_cnt = 'hB;
reg [ 2:0]TxCnt   = 'd7;
reg [ 7:0]IRreg   = 'h0;
reg ack_flag      = 'b0;
	always@(posedge clk_iic, negedge  _rst)begin
		if(!_rst)begin
			Rxdata  <= 16'h0000;
			sda_iic <= 1'b1;
			scl_iic <= 1'b1;
			RxCnt   <= 4'hF;
			TxCnt   <= 3'd7;
			IRreg   <= 8'd0;
			state   <= IDLE;
		end
		else begin
			case(state)
				IDLE:begin
					TxCnt <= 3'd7;
					RxCnt <= 4'hF;
					ack_flag <= 1'b0;
					sda_gate <= write;
					scl_gate <= write;
					if(start)begin
						clk_cnt <= clk_cnt - 1'b1;
						if(clk_cnt=='d0)begin
							clk_cnt <= 'hB;
							IRreg   <= {ADDR_H, RW};
							state   <= Address;
						end
						else if(clk_cnt=='d1)
							scl_iic <= 1'b0;
						else if(clk_cnt=='d3)
							sda_iic <= 1'b0;
					end
					else begin
						sda_iic  <= 1'b1;
						scl_iic  <= 1'b1;
						clk_cnt  <= 4'hB;
						state    <= IDLE;
					end
				end
				Address:begin
					clk_cnt <= clk_cnt - 1'b1;
					if(clk_cnt=='d0)begin
						clk_cnt  <= 'hB;
						TxCnt    <= TxCnt - 1'b1;
						if(TxCnt=='d0)begin
							TxCnt    <= 3'd7;
							sda_gate <= read;
							state    <= Ack_0;
						end
						else 
							state <= Address;
					end
					else if(clk_cnt=='d2)
						sda_iic <= 1'b0;
					else if(clk_cnt=='d3)
						scl_iic <= 1'b0;
					else if(clk_cnt=='d8)
						scl_iic <= 1'b1;
					else if(clk_cnt=='d9)
						sda_iic <= IRreg[TxCnt];
				end
				Ack_0:begin
					clk_cnt <= clk_cnt - 1'b1;
					if(clk_cnt=='d0)begin
						if(ack_flag)begin
							clk_cnt  <= 'hB;
							ack_flag <= ~ack_flag;
							if(!IRreg[0])begin
								sda_gate <= write;
								state    <= W_data;
							end
							else begin
								RxCnt    <= 4'hF;
								sda_gate <= read;
								state    <= R_data;
							end
						end
						else begin
							clk_cnt <= 'd2;
							state   <= Ack_0;
						end
					end
					else if(clk_cnt=='d3)
						scl_iic <= 1'b0;
					else if(clk_cnt=='d8)
						scl_iic <= 1'b1;
					else if(clk_cnt<'d8)begin
						if(!SDA)
							ack_flag <= 1'b1;
						else
							ack_flag <= ack_flag;
					end
				end
				W_data:begin
					clk_cnt <= clk_cnt - 1'b1;
					if(clk_cnt=='d0)begin
						clk_cnt  <= 'd11;
						TxCnt    <= TxCnt - 1'b1;
						if(TxCnt=='d0)begin
							TxCnt    <= 3'd7;
							sda_gate <= read;
							state    <= Ack_1;
						end
						else 
							state <= W_data;
					end
					else if(clk_cnt=='d1)
						sda_iic <= 1'b0;
					else if(clk_cnt=='d3)
						scl_iic <= 1'b0;
					else if(clk_cnt=='d8)
						scl_iic <= 1'b1;
					else if(clk_cnt=='d9)
						sda_iic <= Txdata[TxCnt];
				end
				Ack_1:begin
					clk_cnt <= clk_cnt - 1'b1;
					if(clk_cnt=='d0)begin
						if(ack_flag)begin
							clk_cnt  <= 'hB;
							sda_gate <= write;
							ack_flag <= ~ack_flag;
							state <= stop;
						end
						else begin
							clk_cnt <= 'd2;
							state <= Ack_1;
						end
					end
					else if(clk_cnt=='d3)
						scl_iic <= 1'b0;
					else if(clk_cnt=='d8)
						scl_iic <= 1'b1;
					else if(clk_cnt<'d8)begin
						if(!SDA)
							ack_flag <= 1'b1;
						else
							ack_flag <= ack_flag;
					end
				end
				R_data:begin
					clk_cnt  <= clk_cnt - 1'b1;
					if(clk_cnt=='d0)begin
						clk_cnt  <= 'hB;
						RxCnt    <= RxCnt - 1'b1;
						if(RxCnt=='h8)begin
							sda_iic  <= 1'b0;
							sda_gate <= write;
							state    <= NAck_1;
						end
						else if(RxCnt=='h0)begin
							RxCnt    <= 4'hF;
							sda_gate <= write;
							state    <= NAck_2;
						end
						else 
							state <= R_data;
					end
					else if(clk_cnt=='d3)
						scl_iic <= 1'b0;
					else if(clk_cnt=='d8)
						scl_iic <= 1'b1;
					else if(clk_cnt=='d6)
						Rxdata[RxCnt] <= SDA;
				end
				NAck_1:begin
					clk_cnt <= clk_cnt - 1'b1;
					sda_iic <= 1'b0;
					if(clk_cnt=='d0)begin
						clk_cnt  <= 'hB;
						sda_gate <= read;
						state    <= R_data;
					end
					else if(clk_cnt=='d3)
						scl_iic <= 1'b0;
					else if(clk_cnt=='d8)
						scl_iic <= 1'b1;
				end
				NAck_2:begin
					clk_cnt <= clk_cnt - 1'b1;
					if(clk_cnt>1)
						sda_iic <= 1'b1;
					else
						sda_iic <= 1'b0;
					if(clk_cnt=='d0)begin
						clk_cnt  <= 'hB;
						sda_gate <= write;
						state    <= stop;
					end
					else if(clk_cnt=='d3)
						scl_iic <= 1'b0;
					else if(clk_cnt=='d8)
						scl_iic <= 1'b1;
				end
				stop:begin
					clk_cnt <= clk_cnt - 1'b1;	
					if(clk_cnt=='d0)begin
						clk_cnt <= 'hB;
						state   <= IDLE;
					end
					else if(clk_cnt=='d6)
						sda_iic <= 1'b1;
					else if(clk_cnt=='d8)
						scl_iic <= 1'b1;
				end
			endcase
		end
	end
endmodule 
[run.sh]
#!/bin/bash
# OpenROAD 26Q1-2900-gdf79404cd8, Yosys 0.63+post, stock flow scripts
make -C /OpenROAD-flow-scripts/flow DESIGN_CONFIG=/design/flow/config.mk WORK_HOME=/design/flow/orfs finish
==> Table 3: Implementation characteristics <==
Physical design parameters

Parameter                              Value

Status
  Outcome .................. did not finish
  Stopped at .................. clock tree synthesis
  Error message .................. [error] [KeplerFormal.cpp:679] Workflow failed: Iso has multiple drivers: .SDA0, SDA$_DFFE_PN1P_.Q0

Synthesis
  Number of synthesized flops with an enable pin .................. 5
  Number of distinct library cells after synthesis .................. around 65
  Synthesis Warnings .................. 3
  Yosys reg bits .................. approximately 67
  Register share after synthesis .................. 0.425
  Yosys stat chip area .................. 3780 um2
  Post-synthesis instance total .................. 411
  Combined area of all synthesized cells .................. 3780 um2
  Ys flop type .................. sky130_fd_sc_hd__dfrtp_1
  Proportion of register bits with asynchronous set or reset after synthesis .................. 0.612
  Syn Area/Cell .................. 9.21 um2
  Yosys Instances .................. about 410

Clock network
  Longest Clk Path Bufs .................. 2
  Clock root buffer .................. sky130_fd_sc_hd__clkbuf_8
  Buffers inserted by post-CTS timing repair .................. 0
  Number of CTS-inserted buffers .................. 3
  CTS resizes .................. 0
  Number of hold-repair buffers added at the cts stage .................. 0
  Number of levels in the clock H-tree .................. 1

Placed design
  Count of input and output buffers .................. 19
  Final Wtd Congestion .................. around 0.89
  Dpl cell area .................. approximately 4100 um2
  Half-perimeter wire length of the detailed placement result .................. 5750 um

Final timing
  Endpoints left unconstrained .................. ~80
  Register pins left without a clock .................. 57

Floorplanning
  Core Util at FP .................. 0.411
  Boundary pin count .................. 22
  Row Count .................. 35
  Floorplan die width .................. roughly 99 um
  Die height .................. about 99 um
synthesized netlist by cell type, types with 2 or more instances:
cell | number | share of area
sky130_fd_sc_hd__mux2i_1 | 4 | 0.011
sky130_fd_sc_hd__dfstp_2 | 9 | 0.063
sky130_fd_sc_hd__xnor2_1 | 18 | 0.042
sky130_fd_sc_hd__nor2b_1 | 11 | 0.018
sky130_fd_sc_hd__nand2b_1 | 7 | 0.012
sky130_fd_sc_hd__and2_1 | 4 | 0.0066
sky130_fd_sc_hd__dfxtp_1 | 21 | 0.11
sky130_fd_sc_hd__nand3b_1 | 3 | 0.0060
sky130_fd_sc_hd__nor3_1 | 12 | 0.016
sky130_fd_sc_hd__nor4_1 | 3 | 0.0050
sky130_fd_sc_hd__or4_4 | 2 | 0.0060
sky130_fd_sc_hd__nor2_1 | 49 | 0.049
sky130_fd_sc_hd__o21ai_0 | 20 | 0.026
sky130_fd_sc_hd__a31oi_1 | 5 | 0.0083
sky130_fd_sc_hd__nor4_4 | 2 | 0.011
sky130_fd_sc_hd__a41oi_1 | 2 | 0.0046
sky130_fd_sc_hd__a221oi_1 | 2 | 0.0046
sky130_fd_sc_hd__a211oi_1 | 2 | 0.0040
sky130_fd_sc_hd__xor2_1 | 8 | 0.019
sky130_fd_sc_hd__ha_1 | 17 | 0.056
sky130_fd_sc_hd__mux2_4 | 2 | 0.0079
sky130_fd_sc_hd__clkbuf_1 | 12 | 0.012
sky130_fd_sc_hd__mux2_2 | 5 | 0.015
sky130_fd_sc_hd__o2bb2ai_1 | 12 | 0.028
sky130_fd_sc_hd__edfxtp_1 | 5 | 0.040
sky130_fd_sc_hd__inv_1 | 19 | 0.019
sky130_fd_sc_hd__nand3_1 | 20 | 0.026
sky130_fd_sc_hd__and3_1 | 3 | 0.0050
sky130_fd_sc_hd__nand2_1 | 45 | 0.045
sky130_fd_sc_hd__o31ai_1 | 4 | 0.0079
sky130_fd_sc_hd__o21ai_2 | 2 | 0.0046
sky130_fd_sc_hd__dfrtp_1 | 32 | 0.21
sky130_fd_sc_hd__o21a_1 | 3 | 0.0060
sky130_fd_sc_hd__a21oi_1 | 12 | 0.016
sky130_fd_sc_hd__nand4_1 | 4 | 0.0066
cell families after synthesis:
| group | share of synthesized area |
|---|---|
| adder cells (fa/ha/maj) | 0.0562 |
| multiplexers | 0.0364 |
| AND-OR/OR-AND | 0.149 |
| XOR/XNOR | 0.0602 |
| AND/OR/NAND/NOR | 0.237 |
| other | 0.000991 |
| flip-flops | 0.425 |
| buffers and inverters | 0.0351 |
metrics by stage:
stage / setup slack [ns] / cells
detailed placement: 1.22 / 529
global placement: 1.26 / 529
floorplan: 1.44 / 411
